<file path="flow/run.sh">
#!/bin/bash
# OpenROAD 26Q1-2900-gdf79404cd8, Yosys 0.63+post, stock flow scripts
make -C /OpenROAD-flow-scripts/flow DESIGN_CONFIG=/design/flow/config.mk WORK_HOME=/design/flow/orfs finish
</file>
<file path="flow/constraint.sdc">
current_design uart

set clk_period 82.6
set clk_io_pct 0.2

create_clock -name clk0 -period $clk_period [get_ports {clk}]

set non_clock_inputs [all_inputs -no_clocks]
set_input_delay [expr $clk_period * $clk_io_pct] -clock clk0 $non_clock_inputs
set_output_delay [expr $clk_period * $clk_io_pct] -clock clk0 [all_outputs]
</file>
<file path="flow/design.v">
module uart #(DATA_WIDTH = 8)(
    input logic clk,
    input logic rst_n,
    input  logic [DATA_WIDTH-1:0] slv_axis_tdata_i,
    input  logic slv_axis_tvalid_i,
    input  logic slv_axis_tlast_i,
    output logic slv_axis_tready_o,
    output logic [DATA_WIDTH-1:0] mst_axis_tdata_o,
    output logic mst_axis_tvalid_o,
    output logic mst_axis_tlast_o,
    input  logic mst_axis_tready_i,
    input logic psel_i,
    input logic penable_i,
    input logic pwrite_i,
    input logic [31:0] paddr_i,
    input logic [31:0] pwdata_i,
    output logic pready_o,
    output logic pslverr_o,
    output logic [31:0] prdata_o,
    input rx_i,
    output tx_o
);
    logic [16:0] boudrate;
    uart_rx uart_rx2axis (
        .clk_i (clk),
        .rst_n_i (rst_n),
        .rx_i (rx_i),
        .cfg_div (boudrate),
        .mst_axis_tdata_o (mst_axis_tdata_o),
        .mst_axis_tvalid_o (mst_axis_tvalid_o),
        .mst_axis_tlast_o (mst_axis_tlast_o),
        .mst_axis_tready_i (mst_axis_tready_i),
        .parity_check_error (parity_check_error),
        .stop_bit_check_error (stop_bit_check_error)
    );
    uart_tx axis2uart_tx (
        .clk_i (clk),
        .rst_n_i (rst_n),
        .boudrate_i (boudrate),
        .slv_axis_tdata_i (slv_axis_tdata_i),
        .slv_axis_tvalid_i (slv_axis_tvalid_i),
        .slv_axis_tready_o (slv_axis_tready_o),
        .tx_o (tx_o)
    );
    uart_regs apb_uart_regs (
        .clk_i      (clk),
        .rst_n_i    (rst_n),
        .psel_i     (psel_i),
        .penable_i  (penable_i),
        .pwdata_i   (pwdata_i),
        .prdata_o   (prdata_o),
        .pready_o   (pready_o),
        .pslverr_o  (pslverr_o),
        .pwrite_i   (pwrite_i),
        .paddr_i    (paddr_i),
        .boudrate_o (boudrate)
    );
endmodule
module uart_regs (
    input logic clk_i,
    input logic rst_n_i,
    input logic psel_i,
    input logic penable_i,
    input logic pwrite_i,
    input logic [31:0] paddr_i,
    input logic [31:0] pwdata_i,
    output logic pready_o,
    output logic pslverr_o,
    output logic [31:0] prdata_o,
    input stop_bit_check_error,
    input parity_check_error,
    output logic [16:0] boudrate_o
);
    localparam ADDR_STATUS_REG = 32'h00;
    localparam ADDR_CFG_REG = 32'h04;
    reg [31:0] status_reg;
    reg [31:0] cfg_reg;  
    reg stop_bit_check;
    reg parity_check;
    always_ff @(posedge clk_i or negedge rst_n_i) begin
        if(~rst_n_i) begin
            stop_bit_check <= 0;
        end else if(stop_bit_check_error) begin
            stop_bit_check <= 1;
        end else if((pwrite_i && psel_i && penable_i && pready_o) && paddr_i == ADDR_STATUS_REG) begin
            if(pwdata_i[0]) begin
                stop_bit_check <= 0;
            end
        end
    end
    always_ff @(posedge clk_i or negedge rst_n_i) begin
        if(~rst_n_i) begin
            parity_check <= 0;
        end else if(parity_check_error) begin
            parity_check <= 1;
        end else if((pwrite_i && psel_i && penable_i && pready_o) && paddr_i == ADDR_CFG_REG) begin
            if(pwdata_i[0]) begin
                parity_check <= 0;
            end
        end
    end
    always_ff @(posedge clk_i or negedge rst_n_i) begin
        if(~rst_n_i) begin
            status_reg <= 0;
            cfg_reg    <= 0;
        end else if (pwrite_i && psel_i && penable_i && pready_o) begin
            case(paddr_i)
                ADDR_CFG_REG:    cfg_reg    <= pwdata_i;
                default: pslverr_o <= 1;
            endcase
        end
    end
    always_ff @(posedge clk_i or negedge rst_n_i) begin
        if(~rst_n_i) begin
            prdata_o <= 0;
        end else if(~pwrite_i && psel_i && ~penable_i) begin
            case(paddr_i) 
                ADDR_STATUS_REG:    prdata_o <= status_reg;
                ADDR_CFG_REG:       prdata_o <= cfg_reg;
                default:            prdata_o <= 0;
            endcase
        end
    end
        always_ff @(posedge clk_i or negedge rst_n_i) begin
        if(~rst_n_i) begin
            pready_o <= 0;
        end else if(psel_i && ~penable_i) begin
            pready_o <= 1;
        end else begin
            pready_o <= 0;
        end
    end
    assign boudrate_o = {cfg_reg[31:18], 3'd000}/cfg_reg[17:1];
endmodule
module uart_rx #(DATA_WIDTH = 8)(
    input logic clk_i,
    input logic rst_n_i,
    input logic rx_i,
    input logic [15: 0] cfg_div,
    output logic [7:0] mst_axis_tdata_o, 
    output logic mst_axis_tvalid_o, 
    output logic mst_axis_tlast_o, 
    input  logic mst_axis_tready_i,
    output logic parity_check_error,
    output logic stop_bit_check_error
);
    enum {IDLE, START_BIT, DATA_BIT, PARITY_BIT, STOP_BIT_M} state, next_state;
    logic rx_d;
    logic rx_dd;
    logic [15: 0] counter;
    logic [ 3: 0] bit_count;
    logic parity_bit;
    logic stop_bit;
    always_ff @(posedge clk_i or negedge rst_n_i) begin
        if(~rst_n_i) begin
            rx_d <= 0;
        end else begin
            rx_d <= rx_i;
        end
    end
    always_ff @(posedge clk_i or negedge rst_n_i) begin
        if(~rst_n_i) begin
            rx_dd <= 0;
        end else begin
            rx_dd <= rx_d;
        end
    end
    always_ff @(posedge clk_i or negedge rst_n_i) begin
        if(~rst_n_i) begin
            state <= IDLE;
        end else begin
            state <= next_state;
        end
    end
    always_ff @(posedge clk_i or negedge rst_n_i) begin
        if(~rst_n_i) begin
            counter <= 0;
        end else begin
            case(state)
                IDLE: counter <= cfg_div/2;
                START_BIT,
                DATA_BIT,
                PARITY_BIT,
                STOP_BIT_M: 
                begin
                    counter <= counter - 1;
                    if(counter == 0) begin
                        counter <= cfg_div;
                    end
                end
                default:
                begin
                    counter <= cfg_div;
                end
            endcase
        end 
    end
    always_ff @(posedge clk_i or negedge rst_n_i) begin
        if(~rst_n_i) begin
            bit_count <= 0;
        end else if(state == DATA_BIT) begin
            if (counter == 0) begin
                bit_count <= bit_count + 1;
            end
            if (bit_count == 8 && counter == 0) begin
                bit_count <= 0;
            end
        end else begin
            bit_count <= 0;
        end
    end
    always_ff @(posedge clk_i or negedge rst_n_i) begin
        if(~rst_n_i) begin
            mst_axis_tdata_o <= 0;
        end else if (state == DATA_BIT) begin
            if(counter == 0 && bit_count < 8) begin
                mst_axis_tdata_o <= {mst_axis_tdata_o[6:0], rx_i};
            end
        end
    end
    always_ff @(posedge clk_i or negedge rst_n_i) begin
        if(~rst_n_i) begin
            mst_axis_tvalid_o <= 0;
            mst_axis_tlast_o <= 0;
        end else if (state == STOP_BIT_M) begin
            if(counter == 0) begin
                mst_axis_tvalid_o <= 1;
                mst_axis_tlast_o <= 1;
            end else begin
                mst_axis_tvalid_o <= 0;
                mst_axis_tlast_o <= 0;
            end
        end else begin
            mst_axis_tvalid_o <= 0;
            mst_axis_tlast_o <= 0;
        end
    end
    always_ff @(posedge clk_i or negedge rst_n_i) begin
        if(~rst_n_i) begin
            parity_bit <= 0;
            parity_check_error <= 0;
        end else if(state == PARITY_BIT) begin
            if (counter == 0) begin
                parity_bit = rx_i;
                parity_check_error = (parity_bit == ^mst_axis_tdata_o) ? 0 : 1;
            end
        end
    end
    always_ff @(posedge clk_i or negedge rst_n_i) begin
        if(~rst_n_i) begin
            stop_bit <= 0;
            stop_bit_check_error <= 0;
        end else begin
            if(state == STOP_BIT_M) begin
                if (counter == 0) begin
                    stop_bit = rx_i;
                    stop_bit_check_error = (1 == stop_bit) ? 0 : 1;
                end
            end
        end
    end
    always_comb begin
        case(state)
            IDLE: begin
                if(rx_dd == 1) begin
                    next_state = START_BIT;
                end else begin
                    next_state = IDLE;
                end
            end
            START_BIT: begin
                if(counter == 0) begin
                    next_state = DATA_BIT;
                end else begin
                    next_state = START_BIT;
                end
            end
            DATA_BIT: begin
                if (bit_count == 8 && counter == 0) begin
                    next_state = PARITY_BIT;
                end else begin
                    next_state = DATA_BIT;
                end
            end
            PARITY_BIT: begin
                if(counter == 0) begin
                    next_state = STOP_BIT_M;
                end else begin
                    next_state = PARITY_BIT;
                end
            end
            STOP_BIT_M: begin
                if(counter == 0) begin
                    next_state = IDLE;
                end else begin
                    next_state = STOP_BIT_M;
                end    
            end
            default: begin
                next_state = IDLE;
            end
        endcase
    end
endmodule
module uart_tx #(DATA_WIDTH = 8)(
    input logic clk_i,
    input logic rst_n_i,
    input logic [16:0] boudrate_i,
    input  logic [7:0] slv_axis_tdata_i,
    input  logic slv_axis_tvalid_i,
    input  logic slv_axis_tlast_i,
    output logic slv_axis_tready_o,
    output logic tx_o
);
    logic bit_done;
    logic boudgenerate;
    logic [ 7: 0] reg_data;
    logic [15: 0] cfg_div;
    logic [15: 0] counter;
    logic [ 3: 0] bit_count;
    enum {IDLE, START_BIT, DATA_BIT, PARITY_BIT, STOP_BIT_M} state, next_state;
    always_comb begin
        case(boudrate_i)
            17'd9600:   cfg_div = 104;
            17'd19200:  cfg_div = 52;
            17'd38400:  cfg_div = 26;
            17'd57600:  cfg_div = 17;
            17'd115200: cfg_div = 8;
            default:    cfg_div = 104;
        endcase
    end
    always_ff @(posedge clk_i or negedge rst_n_i) begin
        if(~rst_n_i) begin
            state <= IDLE;
        end else begin
            state <= next_state;
        end
    end
    always_comb begin
        next_state = state;
        boudgenerate = 0;
        tx_o = 1;
        case(state)
            IDLE:
            begin
                if(slv_axis_tvalid_i) begin
                    next_state = START_BIT;
                end else begin
                    next_state = IDLE;
                end
            end
            START_BIT:
            begin
                tx_o = 0;
                boudgenerate = 1;
                if (bit_done) begin
                    next_state = DATA_BIT;
                end else begin
                    next_state = START_BIT;
                end
            end
            DATA_BIT:
            begin
                tx_o = reg_data[7];
                boudgenerate = 1;
                if(bit_done) begin
                    if(bit_count == 8) begin
                        next_state = PARITY_BIT;
                    end else begin
                        next_state = DATA_BIT;
                    end
                end
            end
            PARITY_BIT:
            begin
                tx_o = ^reg_data;
                boudgenerate = 1;
                if(bit_done) begin
                    next_state = STOP_BIT_M;
                end else begin
                    next_state = PARITY_BIT;
                end
            end
            STOP_BIT_M:
            begin
                tx_o = 1;
                boudgenerate = 1;
                if(bit_done) begin
                    next_state = IDLE;
                end else begin
                    next_state = STOP_BIT_M;
                end
            end
            default:
            begin
                next_state = IDLE;
            end
        endcase
    end
    always_ff @(posedge clk_i or negedge rst_n_i) begin
        if(~rst_n_i) begin
            counter <= 0;
            bit_done <= 0;
        end else begin
            if(boudgenerate) begin
                if(counter == cfg_div) begin
                    counter <= 0;
                    bit_done <= 1;
                end else begin
                    counter <= counter + 1;
                    bit_done <= 0;
                end
            end else begin
                counter <= 0;
                bit_done <= 0;
            end
        end
    end
    always_ff @(posedge clk_i or negedge rst_n_i) begin
        if(~rst_n_i) begin
            bit_count <= 0;
        end else if (state == DATA_BIT) begin
            if(bit_done) begin
                bit_count <= bit_count + 1;
            end
        end else begin
            bit_count <= 0;
        end
    end
    always_ff @(posedge clk_i or negedge rst_n_i) begin
        if(~rst_n_i) begin
            reg_data <= 0;
        end else if(state == IDLE && slv_axis_tvalid_i) begin
            reg_data <= slv_axis_tdata_i;
        end else if(state == DATA_BIT) begin
            if(bit_done) begin
                reg_data <= {reg_data[6:0], 1'b0};
            end
        end
    end
    assign slv_axis_tready_o = (state == IDLE);
endmodule
</file>
<file path="flow/config.mk">
export PLATFORM = sky130hd
export DESIGN_NAME = uart
export DESIGN_NICKNAME = uart
export VERILOG_FILES = /design/flow/design.v
export SDC_FILE = /design/flow/constraint.sdc
export NUM_CORES = 4
export LEC_CHECK = 1
export CORE_UTILIZATION = 50
</file>
==> results.txt <==
Results of an implementation run.

The total power draw is around 150 uW. The number of buffers inserted by hold repair at cts is 0. On the critical path the largest part of the delay comes from AND-OR/OR-AND gates.

The half-perimeter wire length after detailed placement is between 30 and 40 mm. The synthesized cell area is 14500 um2. Setup repair after global routing left no endpoint under its margin. The maximum vdd drop is roughly 0.013 mV. The worst max-slew margin expressed relative to the limit is 40.3%. The global routing usage summed across all routing layers is a little under a third.

The routed design ends up with an antenna cell count of 0. The number of synthesized register bits is around 140. The flow measured a signed area growth from synthesis to layout of 15.6%. The run finished with clean final reports.

The count of boundary I/O pins is 127. Max fanout on the critical path was recorded as 19. For this configuration, the core starts out at a cell density of between 50% and 60%.

The post-synth count of flops with an enable pin is 0. The detailed router finished its first iteration with 781 violations. The number of unique standard cell types used by synthesis is 100. The cell type with the highest occurrence count on the critical path is sky130_fd_sc_hd__ha_1. The post-synthesis cell count is approximately 1800.

For this design the static power due to leakage is 7.65 nW. The remaining global-route overflow is 0. Adding up every negative setup slack in the final design gives 0 ns. The most common logic cell in the routed design is sky130_fd_sc_hd__nand2_1. The most common flop cell mapped by yosys is sky130_fd_sc_hd__dfrtp_1. Based on the critical path, the design can be clocked at up to approximately 29 MHz.

The report gives the cell count of the worst hold path as 0. In the synthesis report, Yosys lists the chip area as 14500 um2. The clock arrives with 0.0118 ns of skew. The cell total in the yosys stat output is around 1800. The remaining antenna violation count is 0. The script parses the final routing iteration and logs DRC violations as 0. TritonCTS built the clock tree. Entering global routing, the biggest net connects 59 pins. The portion of the clock cycle consumed by the worst path in the final layout is approximately two fifths. The yosys synthesis warning count is 6.

The chip width is between 150 and 200 um. The total of buffers placed on input and output ports is 123. Per the post-run analysis, buffers plus inverters along the critical path come to 7. The number of detailed-routing iterations run before antenna repair is 5.

STA classifies the critical path startpoint as a flip-flop. The number of post-CTS setup repair buffers is 0. The weighted congestion reported at the end of routability-driven placement is between 0.9 and 1. The row count is 62.

The final period demand of the worst path is between 30 and 40 ns. The largest total area in the synthesized netlist belongs to sky130_fd_sc_hd__dfrtp_1. The longest incremental delay of any stage on the critical path is reported as between 0.7 and 0.8 ns. The chip area is 29800 um2.

Per the run summary, max-cap violations total 0. The number of global-route vias before repair was around 13000. Dividing total power by cell area gives a power density of around 9 nW/um2. The floorplan core area is between 20000 and 30000 um2. The slowest stage of the critical path belongs to the cell sky130_fd_sc_hd__a2111oi_4. Per the post-CTS timing run, clock transition at the registers of the reported paths is ~0.060 ns. Counting the buffers created by CTS gives 17.

The most critical min-delay path falls under reg -> reg. The final count of hold timing violations is 0. The top cell type by area accounts for between 20% and 30% of the synthesized area. The final setup violation count is 0. The clock root buffer is sky130_fd_sc_hd__clkbuf_16.

Looking at the clock tree report, the maximum root-to-sink buffer count equals 2. The critical path is of the reg -> reg type. Data on the critical path is required at its endpoint by a little over 80 ns. The routed wire length per instance is 18.6 um.

In the post-synthesis netlist, the biggest area contributors are sky130_fd_sc_hd__dfrtp_1 23%, sky130_fd_sc_hd__ha_1 14%, sky130_fd_sc_hd__nand2_1 5.4%. Averaged over all synthesized cells, the footprint is 8.10 um2. The routed layout has between 10000 and 15000 vias. Counting pins that exceed their max-slew limit in the final report gives 0. The layout has between 2000 and 3000 filler cells. At the pin with the least slew margin, the transition time is approximately 0.89 ns. From bottom edge to top edge, the die measures about 170 um.

Dividing the detail-routed via count by the number of cells gives 6.00. Clock latency on the worst-skew pair, taken at its later pin, is approximately 0.43 ns. The cell resize tally after clock tree synthesis is 0. In the layout the commonest cells are 208 x sky130_fd_sc_hd__nand2_1, 159 x sky130_fd_sc_hd__ha_1, 133 x sky130_fd_sc_hd__dfrtp_1. The endpoint kind of the worst setup timing path is a flip-flop. The deepest level of the CTS H-tree is 4. The total number of clock tree sinks is between 100 and 150. The wire length of the first global-routing pass is a little under 70 mm. For this run, the register share of the synthesized area comes to about a quarter.

Of the cells placed in the final design, the portion with a size suffix greater than 1 is a little under 9%. The share of synthesized registers carrying an async set or reset is ~100%. The routed design has 42.9 mm of wire. The worst reg2reg path depth is between 100 and 150. Summing over the stages, the warning tally comes to 33. Counting buffers and inverters, the worst setup path is 119 cells deep.

The worst endpoint data arrival time is roughly 35 ns. The number of antenna violations at the first check in global routing was 0.
## routing by layer
| metal | up-vias | global-route usage [%] | part of all wire, % |
|---|---|---|---|
| met5 | - | 0 | 0 |
| met4 | 0 | 5.73 | 2.1 |
| met3 | 54 | 3.70 | 5.2 |
| met2 | 324 | 48.7 | 45 |
| met1 | 6479 | 44.3 | 47 |
| li1 | 6928 | - | - |
## final cells by class
type / instances / area, um2 / share of cell area [%]
Sequential cell: 135 / 3380 / 20.1
Tap cell: 384 / 480 / 2.86
Clock inverter: 14 / 150 / 0.894
Timing Repair Buffer: 151 / 1440 / 8.59
Multi-Input combinational cell: 1519 / 10600 / 63.2
Inverter: 78 / 293 / 1.74
Clock buffer: 18 / 439 / 2.61
## Yosys cell counts, types with 12 or more instances
library cell               instances
sky130_fd_sc_hd__o31ai_1          39
sky130_fd_sc_hd__nor2_1          131
sky130_fd_sc_hd__and2_1           12
sky130_fd_sc_hd__dfrtp_1         133
sky130_fd_sc_hd__or3_1            22
sky130_fd_sc_hd__ha_1            159
sky130_fd_sc_hd__mux2_2           41
sky130_fd_sc_hd__a21oi_1         122
sky130_fd_sc_hd__inv_1            77
sky130_fd_sc_hd__and3_1           15
sky130_fd_sc_hd__nand4_1          25
sky130_fd_sc_hd__o21a_1           47
sky130_fd_sc_hd__xor2_1           37
sky130_fd_sc_hd__nand3_1          54
sky130_fd_sc_hd__a21o_1           40
sky130_fd_sc_hd__nand2_1         208
sky130_fd_sc_hd__nor2b_1          18
sky130_fd_sc_hd__nor4_1           23
sky130_fd_sc_hd__mux2i_1          19
sky130_fd_sc_hd__xnor2_1          69
sky130_fd_sc_hd__nor3_1           74
sky130_fd_sc_hd__a31oi_1          17
sky130_fd_sc_hd__o21ai_0         105
sky130_fd_sc_hd__or2_2            13
sky130_fd_sc_hd__clkbuf_1         48
sky130_fd_sc_hd__o211ai_1         21
## final timing paths
kind	start	to	slack (ns)
worst max-delay path	apb_uart_regs.cfg_reg[17]	axis2uart_tx.bit_done	48.32
worst min-delay path	uart_rx2axis.rx_d	uart_rx2axis.rx_dd	0.35
worst max register to register	apb_uart_regs.cfg_reg[17]	axis2uart_tx.bit_done	48.32
worst min register to register	uart_rx2axis.rx_d	uart_rx2axis.rx_dd	0.35
max in group asynchronous	rst_n	uart_rx2axis.rx_d	65.53
min in group asynchronous	rst_n	apb_uart_regs.cfg_reg[10]	16.01
## kinds of logic after synthesis
logic type / count (synthesis) / share of synthesized area [%]
and+or+nand+nor: 640 / 21.6
AOI/OAI and AO/OA: 550 / 26.3
adders and majority gates: 160 / 13.8
buffers and inverters: 141 / 3.89
DFF: 135 / 23.3
xor gates and xnor gates: 106 / 6.39
muxes: 62 / 4.69
other: 1 / 0.0258
## per-stage QoR
stage	hold WS (ns)	instances	utilization, %	cell area, um2	setup slack, ns
2_1_floorplan	0.331	1795	-	14500	54.77
3_3_place_gp	0.334	2267	56.6	16200	49.07
3_5_place_dp	0.343	2267	56.6	16200	48.95
4_1_cts	0.348	2299	58.7	16800	48.83
5_1_grt	0.370	2299	58.7	16800	45.58
6_report	0.347	2299	58.7	16800	48.32
## where the power goes
| part | switching, mW | internal (mW) | total (mW) |
|---|---|---|---|
| Combinational | 0.00304 | 0.00461 | 0.00766 |
| Clock | 0.0316 | 0.0454 | 0.0770 |
| Sequential | 0.000461 | 0.0667 | 0.0672 |
| Total | 0.0351 | 0.117 | 0.152 |
Power and IR drop assume default switching activity.
